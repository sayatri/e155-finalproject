==> flow/design.v <==
module speechrec(input  logic       clk, sck, sdi, ss,
                 output logic       sdo,
                 output logic [7:0] led);
    logic input_ready;      
    logic transmit_ready;   
    logic [7:0]     data;   
    logic [7:0]     audio;  
    logic [3:0]     count;  
	 logic [7:0] data_copy;
	 logic 		enable_processing;
	 logic 		complete_send;
    typedef enum logic [2:0] {S0=3'b000, S1=3'b001, S2=3'b010, S3=3'b011, S4=3'b100} statetype;
    statetype state, nextstate;
    always_ff @(posedge clk)
        state <= nextstate;
    always_comb begin
        case(state)
            S0: nextstate =             ss ? S1 : S0;  
            S1: nextstate =    input_ready ? S2 : S1;  
            S2: nextstate = transmit_ready ? S3 : S2;  
            S3: nextstate =             ss ? S4 : S3;  
            S4: nextstate =  transmit_done ? S0 : S4;  
            default: nextstate = S0;
        endcase
    end
    spi_receive	receiver(state, sck, sdi, ss, audio, led, input_ready);
    spi_send		transmitter(state, sck, data, sdo, transmit_done);
    process_audio	processor(state, audio, data, transmit_ready);
endmodule
module spi_receive(input logic [2:0]  state,
						 input  logic       sck, sdi, en,
                   output logic [7:0] audio,
                   output logic [7:0] led,
                   output logic       input_ready);
logic [3:0] count;
    always_ff @(posedge sck)	
	     if ( (state == 3'b001) && en) begin
			  if (count == 4'b1000) begin
					count <= 4'b0;
					input_ready <= 1'b1;
					audio <= {audio[6:0], sdi};
			  end else begin
					count <= count + 4'b1;
					input_ready <= 1'b0;
					audio <= {audio[6:0], sdi};
			  end
		  end
    assign led = audio;
endmodule
module spi_send(input logic [2:0]  state,
					 input  logic       sck,
                input  logic [7:0] data,
                output logic       sdo,
					 output logic		  transmit_done);
logic [3:0] count;
    always_ff @(negedge sck)
        if (state == 3'b100) begin   
            if (count == 4'b0111) begin
                count <= 4'b0;
					 transmit_done = 1'b1;
            end else begin
                count <= count + 4'b0001;
					 transmit_done = 1'b0;
            end
            sdo <= data[count];
        end
endmodule
module process_audio( 
							input logic [2:0]	state,
                     input  logic     [7:0] audio,
                     output logic     [7:0] data,
                     output logic           transmit_ready);
    always_comb begin
        if (state == 3'b010) begin
            data = audio;
            transmit_ready = 1;
        end else
            data = '0;
            transmit_ready = '1;
    end
endmodule
==> flow/run.sh <==
#!/bin/bash
# OpenROAD 26Q1-2900-gdf79404cd8, Yosys 0.63+post, stock flow scripts
make -C /OpenROAD-flow-scripts/flow DESIGN_CONFIG=/design/flow/config.mk WORK_HOME=/design/flow/orfs finish
==> flow/config.mk <==
export PLATFORM = sky130hd
export DESIGN_NAME = speechrec
export DESIGN_NICKNAME = speechrec
export VERILOG_FILES = /design/flow/design.v
export SDC_FILE = /design/flow/constraint.sdc
export NUM_CORES = 4
export LEC_CHECK = 1
export CORE_AREA = 10 10 106 106
export DIE_AREA = 0 0 116 116
==> flow/constraint.sdc <==
current_design speechrec

set clk_period 1.5
set clk_io_pct 0.2

create_clock -name clk0 -period $clk_period [get_ports {clk}]
create_clock -name clk1 -period $clk_period [get_ports {sck}]

set non_clock_inputs [all_inputs -no_clocks]
set_input_delay [expr $clk_period * $clk_io_pct] -clock clk0 $non_clock_inputs
set_output_delay [expr $clk_period * $clk_io_pct] -clock clk0 [all_outputs]
==> impl_metrics.py <==
# Synthesis and PnR figures
metrics = {
    "logic_synthesis": {
        "ys_chip_area_um2": 941,
        "ys_seq_share_pct": 67.0,
        "flop_cell": "edfxtp_1",
        "edf_count": 19,
        "synth_area_um2": 941,
        "synthCells": 65,
        "postSynthAreaPerCell_um2": 14.5,
        "ys.warnings.count": 5,
        "synth-seq-cells": 22,
        "synth_cell_type_count": 24,
        "ys_cells": 65,
        "async_reset_ff_share_pct": 0,
    },
    "power": {
        "power_density_nw_per_um2": 1460,
        "swShare_pct": 26.9,
        "leakage_uw": 0.000612,
        "clockPowerShare_pct": 29.3,
        "p_comb_share_pct": 27.8,
        "p_seq_share_pct": 42.8,
        "netSwitchingPower_uw": 592,
        "p_total_uw": 2200,
        "internal-power_uw": 1610,
        "ir_drop_v": 0.000346,
    },
    "clocking": {
        "path_clk_slew_ns": 0.07,
        "cts_tree": "done",
        "cts.sinks": 22,
    },
    "min_path": {
        "min_path_cells": 2,
        "min_to": "state[0]$_DFF_P_",
        "hp-class": "reg2reg",
        "min_from": "state[2]$_DFF_P_",
    },
    "timing": {
        "rsz0062_at_grt": "true",
        "hold_slack_ns": 0.524,
        "fin_ws_ns": -0.544,
        "relSlewSlack_pct": 84.0,
        "worst_pin_slew_ns": 0.240,
        "slew_violations": 0,
        "clock_skew_ns": 0.0644,
        "setup_viol": 8,
        "hold_viol_final": 0,
    },
    "floorplanning": {
        "die_area_um2": 13500,
        "die_y_um": 116,
        "io_pins": 13,
        "die_w_um": 116,
        "core.rowCount": 34,
        "coreArea_um2": 8850,
        "initial_utilization_pct": 10.6,
    },
    "worst_setup_path": {
        "rr_startpoint": "receiver.audio[2]$_DFFE_PP_",
        "crit_family": "multiplexers",
        "cp-end-kind": "flip-flop",
        "timing.critical_path.buf_inv": 0,
        "crit_fanout": 2,
        "cp.arrival_ns": 1.35,
        "path_class": "reg2reg",
        "cp_slowest_cell": "mux4_2",
        "r2r_end": "transmitter.sdo$_DFFE_NN_",
        "crit_start": "receiver.audio[2]$_DFFE_PP_",
        "crit_path_start_kind": "flip-flop",
        "cp_cell_sequence": "mux4_2, o22ai_2, nor4_2",
        "rrSetupSlack_ns": -0.54,
        "crit_required_ns": 0.81,
        "cpPeakStageDelay_ns": 0.49,
        "r2r_cells": 3,
    },
    "detailed_routing": {
        "drtIter0Drc": 17,
        "antenna-diode-count": 0,
        "remaining_drc_errors": 0,
        "drtAntennaViolNets": 0,
        "num_vias": 654,
        "avgRoutedWirePerCell_um": 8.99,
        "drt-total-wl_um": 2000,
        "viasPerCell": 2.95,
        "dr.pass1.iters": 2,
    },
    "final_layout": {
        "drive_above_1_share_pct": 39.5,
        "utilization_pct": 17.0,
        "synthToLayoutAreaGrowth_pct": 60.0,
        "design_area_um2": 1510,
        "lay_top_count": "buf_4",
        "layout_top_cells": "buf_4, edfxtp_1, inv_1",
        "num-fill-cells": 976,
    },
    "placed_design": {
        "portBuffers": 11,
        "dp_hpwl_um": 1500,
        "place_congestion": 0.780,
        "place_area_um2": 1330,
    },
    "job": {
        "maxCapViolations": 0,
        "warnings": 36,
    },
    "global_route": {
        "grt_start_max_net_pins": 12,
        "grt_first_pass_wirelength_um": 3250,
        "antenna_found_initial": 0,
        "overflow": 0,
        "track_usage_pct": 3.15,
        "first_global_vias": 671,
    },
    "status": {
        "violations": "negative setup slack",
        "status": "finished with violations",
    },
}
synthesized netlist by cell type (2+ instances only):
| library cell | count | share of area [%] |
|---|---|---|
| nand2_1 | 5 | 2.0 |
| nor3b_1 | 3 | 2.4 |
| mux2_2 | 2 | 2.4 |
| a21o_1 | 2 | 1.6 |
| inv_1 | 5 | 2.0 |
| xnor2_1 | 2 | 1.9 |
| edfxtp_1 | 19 | 61 |
| nor3_1 | 2 | 1.1 |
| nor2_1 | 4 | 1.6 |
| dfxtp_1 | 3 | 6.4 |
| nor2b_1 | 2 | 1.3 |
| ha_1 | 3 | 4.0 |
| a21oi_1 | 2 | 1.1 |
per-stage QoR:
stage / worst slack (ns) / instances / TNS, ns
5_1_grt: -0.590 / 222 / -1.72
3_5_place_dp: -0.593 / 201 / -2.35
3_3_place_gp: -0.568 / 201 / -2.33
4_1_cts: -0.546 / 220 / -1.52
6_report: -0.544 / 222 / -1.45
2_1_floorplan: -0.530 / 65 / -1.92
worst min-delay path, delay by kind of cell (launching register included):
family | cells | cell delay (ns)
flops | 1 | 0.33
buf+inv | 1 | 0.12
compound gates | 1 | 0.04
flip-flops by register name (all words and copies together) (netlist names):
signal                     cells
transmitter.transmit_done      1
receiver.input_ready           1
transmitter.count              4
receiver.audio                 8
transmitter.sdo                1
state                          3
receiver.count                 4
worst max path at each step:
stage,endpoint,slack (ns),cells after the start
5_1_grt,transmitter.sdo$_DFFE_NN_,-0.59,3
4_1_cts,transmitter.sdo$_DFFE_NN_,-0.55,3
6_report,transmitter.sdo$_DFFE_NN_,-0.54,3
area by class of cell:
class	instances	area, µm²	area share (%)
flip-flops and latches	22	634	42.1
multi-input cells	38	314	20.9
repair buffers	36	294	19.5
well taps	108	135	8.98
clock buffers	8	90.1	5.99
clock inverters	6	22.5	1.50
inverters	4	15.0	0.998
repair_timing:
item / 4_1_cts / 5_1_grt
pin swaps: 0 / 1
endpoints found under the setup margin: 15 / 14
gates resized: 12 / 8
hold buffers: 0 / 0
setup buffers: 6 / 2
power groups by stage:
stage	sequential (µW)	clock (µW)	combinational, µW
after global routing	964	727	680
final	944	647	613
after CTS	945	666	603
logic make-up (layout without fill, tap and decap cells):
kind of cell,count (synthesis),count (layout),synth area share (%)
compound gates,6,6,4.92
buf+inv,5,54,1.99
flops,22,22,67.0
fa+ha+maj,3,3,3.99
simple gates,22,22,13.4
mux,4,4,5.85
xor+xnor,3,3,2.79
metal layers:
| metal | vias to the layer above | GRT usage [%] | wire, µm |
|---|---|---|---|
| met3 | 2 | 2.09 | 160 |
| met4 | 0 | 0.834 | 27 |
| met5 | - | 0 | 0 |
| met1 | 303 | 4.18 | 981 |
| li1 | 334 | - | - |
| met2 | 15 | 4.10 | 825 |
Power is estimated from default activity; no workload was simulated.
